==> design.v <==
module top 	 #(clk_div = 26)
				  (input CLK, 
					input RESET, 
					input logic[3:0] KEY_SW, 
					output logic[3:0] LED);
	logic[3:0] key;
	assign key = ~KEY_SW;
	logic[3:0] led;
	assign LED = ~led;
	logic[clk_div:0] counter;
	always_ff @(posedge CLK) begin
		if (~RESET) begin
			counter <= '0;
		end
		else begin
			counter <= counter + 1'b1;
		end
	end
	always_latch begin
		if (counter[clk_div] == '1) begin
			led[3:1] = key[3:1];
		end
	end
assign led[0] = ~counter[clk_div];
endmodule
==> run.sh <==
#!/bin/bash
# OpenROAD 26Q1-2900-gdf79404cd8, Yosys 0.63+post, stock flow scripts
make -C /OpenROAD-flow-scripts/flow DESIGN_CONFIG=/design/flow/config.mk WORK_HOME=/design/flow/orfs finish
==> config.mk <==
export PLATFORM = sky130hd
export DESIGN_NAME = top
export DESIGN_NICKNAME = top
export VERILOG_FILES = /design/flow/design.v
export SDC_FILE = /design/flow/constraint.sdc
export NUM_CORES = 4
export LEC_CHECK = 1
export CORE_AREA = 10 10 112 112
export DIE_AREA = 0 0 122 122
==> constraint.sdc <==
current_design top

set clk_period 3.3
set clk_io_pct 0.2

create_clock -name clk0 -period $clk_period [get_ports {CLK}]

set non_clock_inputs [all_inputs -no_clocks]
set_input_delay [expr $clk_period * $clk_io_pct] -clock clk0 $non_clock_inputs
set_output_delay [expr $clk_period * $clk_io_pct] -clock clk0 [all_outputs]
==> reports/qor.tcl <==
set qor(status) {completed}
set qor(synth.yosys.chip_area_um2) 1300
set qor(final_antenna_net_count) 0
set qor(route.antenna.diode_count) 0
set qor(tritoncts_clock_tree) {yes}
set qor(setup.worst_path.end_class) {register}
set qor(antenna_found_initial) 0
set qor(min_path_type) {reg -> reg}
set qor(critPathSlowestCell) {sky130_fd_sc_hd__or3_2}
set qor(tool_warnings) 26
set qor(crit_path_max_incr_delay_ps) 600
set qor(ctsHoldBuffers) 0
set qor(endpoints_left_unconstrained) 6
set qor(synth-warning-count) 2
set qor(tns_setup_ps) 0
set qor(floorplan.initialDensity_pct) 12.7
set qor(reg2reg_to) {counter[24]}
set qor(io_pins) 10
set qor(max_clock_freq_mhz) 452
set qor(worstSetupPathType) {reg -> reg}
set qor(unclocked_regs) 3
set qor(htreeDepth) 1
set qor(grt_max_degree) 23
set qor(worstRegToRegCells) 5
set qor(min_delay_path_depth) 1
set qor(worstPathArrival_ps) 2410
set qor(holdPathEnd) {counter[0]}
set qor(routed_via_density) 3.45
set qor(die_area_um2) 14900
set qor(path_max_fanout) 11
set qor(netlist_instances) 152
set qor(timing_worst_slew_pin_value_ps) 677
set qor(final.hold.worst_slack_ps) 467
set qor(crit-reg2reg-launch) {counter[0]}
set qor(setup.worst_path.start_class) {register}
set qor(max_cap_viol_count) 0
set qor(synth.cellmix.compoundShare_pct) 12.8
set qor(ys_sh_mux_pct) 0.768
set qor(hold_viol_final) 0
set qor(hp-start) {counter[0]}
set qor(drcViolationCount) 0
set qor(floorplan.core_area_um2) 10200
set qor(num_rows) 37
set qor(syn2layout_area_growth_pct) 20.1
set qor(syn_area_per_cell_um2) 8.58
set qor(synth-xor-area-share_pct) 7.39
set qor(power_w) 0.000534
set qor(cts-resized-gates) 0
set qor(final_cell_mix) {sky130_fd_sc_hd__dfxtp_1 (27), sky130_fd_sc_hd__nor2_1 (13), sky130_fd_sc_hd__inv_1 (11), sky130_fd_sc_hd__nand2_1 (10), sky130_fd_sc_hd__a21oi_1 (10)}
set qor(post-route-period-util_pct) 67.1
set qor(drtIter0Drc) 44
set qor(placedInstanceArea_um2) 1520
set qor(clkTransAtPathRegs_ps) 90
set qor(power.density_cell_area_nw_per_um2) 341
set qor(ys_sh_simple_pct) 27.4
set qor(synth.ff_latch_count) 30
set qor(share_seq_of_total_power_pct) 62.2
set qor(floorplan_die_width_um) 122
set qor(yosysCellCount) 152
set qor(grt_util_all_layers_pct) 3.13
set qor(gpl.final_weighted_congestion) 0.773
set qor(final_design_area_no_fill_um2) 1570
set qor(worstPathCellList) {ha_1 -> nand4_1 -> or3_2 -> or4_1 -> a21oi_1}
set qor(setup_viol) 0
set qor(p_switching_w) 0.000110
set qor(netlist-cell-type-count) 32
set qor(global_route.overflow_total) 0
set qor(share_clk_of_total_power_pct) 34.3
set qor(wl_per_cell_um) 7.80
set qor(drtPass1Iterations) 4
set qor(first_pass_grt_wire_length_um) 4030
set qor(worst_skew_pair.late_latency_ps) 270
set qor(final_layout_size_suffix_gt1_share_pct) 5.10
set qor(postCtsSetupRepairBufs) 0
set qor(final_common_cell) {sky130_fd_sc_hd__dfxtp_1}
set qor(synth.comb.largest_family) {simple AND/OR/NAND/NOR gates}
set qor(port_buffers) 8
set qor(cts_buffers) 3
set qor(dieHeight_um) 122
set qor(final_period_minus_worst_setup_slack_ps) 2210
set qor(route.final.wire_length_um) 2280
set qor(skew_ps) 7.05
set qor(mappedNetlistArea_um2) 1300
set qor(critical_path_required_ps) 3500
set qor(ir_drop_mv) 0.179
set qor(slew_headroom_pct) 54.8
set qor(setup_ws_ps) 1090
set qor(route.vias.total) 1012
set qor(maxSlewViolCount) 0
set qor(leakagePower_nw) 0.459
set qor(synth_adder_area_share_pct) 0.960
set qor(internal_power_w) 0.000424
set qor(clk_path_buf_depth) 2
set qor(unrepaired_setup_endpoints_after_global_routing) {no}
set qor(first_global_vias) 894
set qor(r2r_setup_slack_ps) 1090
set qor(preCtsSetupSlack_ps) 1100
set qor(post-dp-hpwl_um) 1600
set qor(switching_share_pct) 20.6
set qor(pwr-share-comb_pct) 3.5
set qor(clock_tree.root_cell) {sky130_fd_sc_hd__clkbuf_8}
==> critical path, delay by kind of cell (launching register included) <==
family	cells	cell delay (ps)
simple gates	3	1380
flops	1	380
fa+ha+maj	1	250
compound gates	1	140
==> state kept, by name (all words and copies together) (netlist names) <==
register  count
counter      27
led           3
==> Yosys cell counts <==
library cell / instances / area share (%)
sky130_fd_sc_hd__o31ai_1: 6 / 3.5
sky130_fd_sc_hd__and3_2: 1 / 0.58
sky130_fd_sc_hd__mux2i_1: 1 / 0.77
sky130_fd_sc_hd__o311ai_0: 2 / 1.3
sky130_fd_sc_hd__o41ai_1: 2 / 1.3
sky130_fd_sc_hd__o21ai_0: 4 / 1.5
sky130_fd_sc_hd__clkbuf_1: 3 / 0.86
sky130_fd_sc_hd__xor2_1: 5 / 3.4
sky130_fd_sc_hd__nor4_1: 4 / 1.9
sky130_fd_sc_hd__nand2b_1: 3 / 1.4
sky130_fd_sc_hd__a21oi_1: 10 / 3.8
sky130_fd_sc_hd__nor3_1: 2 / 0.77
sky130_fd_sc_hd__and4_1: 1 / 0.67
sky130_fd_sc_hd__and2_1: 2 / 0.96
sky130_fd_sc_hd__nand4_1: 6 / 2.9
sky130_fd_sc_hd__or4_1: 8 / 4.6
sky130_fd_sc_hd__dlxtp_1: 3 / 3.5
sky130_fd_sc_hd__nand3_2: 1 / 0.77
sky130_fd_sc_hd__buf_2: 3 / 1.2
sky130_fd_sc_hd__or3_2: 3 / 1.7
sky130_fd_sc_hd__buf_4: 1 / 0.58
sky130_fd_sc_hd__o31a_1: 1 / 0.67
sky130_fd_sc_hd__nand3_1: 8 / 3.1
sky130_fd_sc_hd__inv_1: 11 / 3.2
sky130_fd_sc_hd__ha_1: 1 / 0.96
sky130_fd_sc_hd__and3_1: 1 / 0.48
sky130_fd_sc_hd__xnor2_1: 6 / 4.0
sky130_fd_sc_hd__or3_1: 2 / 0.96
sky130_fd_sc_hd__nor2_1: 13 / 3.7
sky130_fd_sc_hd__nand2_1: 10 / 2.9
sky130_fd_sc_hd__dfxtp_1: 27 / 41
sky130_fd_sc_hd__o21a_1: 1 / 0.58
==> final cells by class <==
type                            count  area (um2)
Multi-Input combinational cell    104         643
Fill cell                        1133        8670
Sequential cell                    30         586
Clock buffer                        4        45.0
Timing Repair Buffer                8        80.1
Tap cell                          136         170
Inverter                           11        41.3
==> power groups by stage <==
stage          logic, W  clock network [W]  registers [W]
CTS           0.0000187           0.000192       0.000332
global route  0.0000212           0.000205       0.000333
finish        0.0000185           0.000183       0.000332
==> cell families (layout without fill, tap and decap cells) <==
family / after synthesis / after routing
and+or+nand+nor: 65 / 65
DFF: 27 / 27
adders and majority gates: 1 / 1
AOI/OAI and AO/OA: 26 / 26
latches: 3 / 3
xor gates and xnor gates: 11 / 11
muxes: 1 / 1
buffers and inverters: 18 / 23
==> routing by layer <==
layer	wire, um	vias up	track usage, %
met3	142	2	1.22
met2	815	12	4.51
met4	17	0	0.298
met5	0	-	0
met1	1310	441	4.49
li1	-	557	-
==> through the flow <==
| stage | instances | utilization (%) |
|---|---|---|
| 2_1_floorplan | 152 | - |
| 3_3_place_gp | 289 | 14.9 |
| 3_5_place_dp | 289 | 14.9 |
| 4_1_cts | 293 | 15.3 |
| 5_1_grt | 293 | 15.3 |
| 6_report | 293 | 15.3 |
==> how the worst max path moves through the flow <==
stage / startpoint / to / slack [ps] / cells after the start
after global routing: counter[0] / counter[24] / 910 / 5
after CTS: counter[0] / counter[24] / 1060 / 5
final: counter[0] / counter[24] / 1090 / 5
Power is estimated from default activity; no workload was simulated.
