==> ./design.v <==
module seven_segment_indicator_practice #(parameter clk_div = 16,
                                          parameter q_of_7segment_ind = 4)
                                        (input CLK, 
                                        input RESET, 
                                        input logic[3:0] KEY_SW, 
                                        output logic[7:0] SEG,
                                        output logic[3:0] DIG);
	logic[3:0] key;
	assign key = ~KEY_SW;
  logic[7:0] seg;
  assign SEG = ~seg;
  logic[3:0] dig;
  assign DIG = ~dig;
	logic[clk_div-1:0] counter;
	always_ff @(posedge CLK or negedge RESET) begin
		if (~RESET) begin
			counter <= '0;
		end
		else begin
			counter <= counter + 1'b1;
		end
	end
  function logic [7:0] dig_to_seg (input logic [3:0] dig);
    case (dig)
      'h0: dig_to_seg = 'b11111100;   
      'h1: dig_to_seg = 'b01100000;
      'h2: dig_to_seg = 'b11011010;   
      'h3: dig_to_seg = 'b11110010;   
      'h4: dig_to_seg = 'b01100110;   
      'h5: dig_to_seg = 'b10110110;   
      'h6: dig_to_seg = 'b10111110;   
      'h7: dig_to_seg = 'b11100000;   
      'h8: dig_to_seg = 'b11111110;   
      'h9: dig_to_seg = 'b11100110;   
      'ha: dig_to_seg = 'b11101110;   
      'hb: dig_to_seg = 'b00111110;
      'hc: dig_to_seg = 'b10011100;
      'hd: dig_to_seg = 'b01111010;
      'he: dig_to_seg = 'b10011110;
      'hf: dig_to_seg = 'b10001110;
    endcase
  endfunction
  logic[q_of_7segment_ind*4-1 : 0] num;
  always_ff @(posedge CLK or negedge RESET) begin
    if (~RESET) begin
      num <= 1'b0;
    end
    else  if (counter == '0) begin
      if (add_flag) begin
        num <= num + 1'b1;
      end
      else if (sub_flag) begin
        num <= num - 1'b1;
      end
    end
  end
  logic[1:0] prev_keys;
  always_ff @(posedge CLK or negedge RESET) begin
    if (~RESET) begin
      prev_keys <= '0;
    end
    else if (counter == '0) begin
      prev_keys <= key[1:0];
    end
  end
  assign sub_flag = prev_keys[1] & ~key[1];
  assign add_flag = prev_keys[0] & ~key[0];
  logic[$clog2(q_of_7segment_ind)-1 : 0] index;
  always_ff @(posedge CLK or negedge RESET) begin
    if (~RESET) begin
      index <= 1'b0;
    end
    else if (counter == '0) begin
      index <= index + 1'b1;
    end
  end
  assign seg = dig_to_seg(num[(index * 4)+3 -: 4]);
  assign dig = q_of_7segment_ind' (1'b1) << index;
endmodule
==> ./run.sh <==
#!/bin/bash
# OpenROAD 26Q1-2900-gdf79404cd8, Yosys 0.63+post, stock flow scripts
make -C /OpenROAD-flow-scripts/flow DESIGN_CONFIG=/design/flow/config.mk WORK_HOME=/design/flow/orfs finish
==> ./config.mk <==
export PLATFORM = sky130hd
export DESIGN_NAME = seven_segment_indicator_practice
export DESIGN_NICKNAME = seven_segment_indicator_practice
export VERILOG_FILES = /design/flow/design.v
export SDC_FILE = /design/flow/constraint.sdc
export NUM_CORES = 4
export LEC_CHECK = 1
export CORE_UTILIZATION = 40
==> ./constraint.sdc <==
current_design seven_segment_indicator_practice

set clk_period 7.8
set clk_io_pct 0.2

create_clock -name clk0 -period $clk_period [get_ports {CLK}]

set non_clock_inputs [all_inputs -no_clocks]
set_input_delay [expr $clk_period * $clk_io_pct] -clock clk0 $non_clock_inputs
set_output_delay [expr $clk_period * $clk_io_pct] -clock clk0 [all_outputs]
==> changes_impl.md <==
### Metrics

* Global-route usage over all layers at 15.8%
* Flip-flops with a built-in enable at 0
* Routability cong. at 0.834
* Leakage at 0.00137 uW
* Post-CTS Hold Buffers at 0
* Core Area at 6350 sq um
* Mean area per synthesized cell at 9.40 sq um
* Critical-path top delay cell: mux4_2
* Pin count of the biggest net entering global routing at 37
* FILL cells at 612
* Mux area share at 5.44%
* Period Utilization, post-route at 55.5%
* Initial antenna violation count at 0
* Routed wire per std cell at 13.2 um
* CTS tree: done
* Final Hold Vio Count at 0
* Critical path depth at 6
* Clock sinks at 36
* F_max at 0.231 GHz
* Final Power at 468 uW
* Die height at 83.0 um
* Synth area leader: dfrtp_1
* Die ar. at 6880 sq um
* GRT overflow at 0
* DR vias/cell at 5.27
* ANT nets after route at 0
* DR pass1 iterations at 4
* Initial core utilization at 41.3%
* Chip Width at 83.0 um
* Post-Syn Area at 2620 sq um
* Chip Area, Yosys at 2620 sq um
* Routed vias at 1967
* Synthesized instance count at 279
* Worst path bufs/invs at 2
* H-tree depth at 2
* Max stage delay on crit path at 0.61 ns
* First-pass GRT wire length at 8830 um
* CP required at 6.24 ns
* Outcome: finished, final reports clean
* Final wirelength at 4920 um
* Xor/xnor share at 9.02%
* Hold Crit Class: reg -> reg
* I/O Pins at 18
* Adder-cell area share of the yosys netlist at 14.1%
* Cells in synth_stat.txt at 279
* CP Data Arrival Time at 2.77 ns
* Final Instance Area at 2940 sq um
* Synthesis-stage register bit count at 36
* Share of layout cells above drive strength 1 at 7.09%
* Detailed Place HPWL at 3600 um
* Port buffer count at 14
* Row count at 29
* Antenna diodes at 0
* Worst Path Max Fanout at 8
* Placed cell areas at 2830 sq um
* Most frequent cell after synthesis: dfrtp_1
* Dominant comb cell: simple AND/OR/NAND/NOR gates
* Setup Crit Path Kind: reg -> out
* Worst R2R Path Depth at 9
* Fin. max-slew vios at 0
* Hold Crit Depth at 1
* Post_cts resized at 0
* Yosys top cell area share at 34.4%
* Worst Max-Slew Pin Slew at 0.586 ns
* Startpoint Class: register
* Simple-Gate Area Share at 16.2%
* Yosys aoi share at 16.0%
* Clock skew at 0.00685 ns
* Setup TNS Final at 0 ns
* Setup crit end kind: output pin
* Relative slew slack at 60.6%
* Min cycle time layout at 4.33 ns
* Final setup viols at 0
* Async set or reset register ratio after synthesis at 100%
* Num CTS Buffers at 5
* Root buffer cell: clkbuf_8
* Commonest cells post-synth: dfrtp_1 (36), nand2_1 (32), ha_1 (28), inv_1 (22), o21ai_0 (22)
* Max cap viols at 0
* Top cells by area: dfrtp_1 (34%), ha_1 (13%), xnor2_1 (5.0%), nand2_1 (4.6%), o21ai_0 (4.2%)
* Clk slew on worst S/H paths at 0.07 ns
* Post-synthesis cell type count at 48
* Delay-heaviest family, CP: multiplexers
* Number of logged tool warnings at 38
* Synth Flop Type: dfrtp_1
* Area Growth Syn to Fin at 12.0%
* Drt initial violations at 155
* Setup bufs post-CTS at 0
* Worst path cell trace: mux4_2 > inv_1 > ha_1 > mux2i_1 > o211ai_1 > clkdlybuf4s50_1
* # DRC at 0
* Max clock buf depth at 2
* Worst vdd ir at 0.104 mV
* Worst-Skew Late Latency at 0.29 ns
* Pwr Density at 159 nW/um^2
* RSZ-0062 raised after global routing: false
* Yosys warning count at 3
* Vias in the first global route at 1865
* Part of the Yosys area used for sequential elements at 34.4%
sequential cells by signal, summed over array words and instances (netlist names):
register / cells
prev_keys: 2
counter: 16
num: 16
index: 2
cell usage in the layout, fill, tap and decap left out, drive strengths merged, types with 2 or more instances in the layout:
| cell type | netlist | final |
|---|---|---|
| buf | 4 | 3 |
| a211oi | 4 | 4 |
| a22o | 2 | 2 |
| nor2b | 4 | 4 |
| nor4 | 4 | 4 |
| a21oi | 8 | 8 |
| xnor2 | 15 | 15 |
| nand4 | 4 | 4 |
| o21ai | 24 | 24 |
| nand3 | 12 | 12 |
| nor2 | 11 | 11 |
| o211ai | 3 | 3 |
| mux4 | 4 | 4 |
| a21o | 8 | 8 |
| dfrtp | 36 | 36 |
| xor2 | 12 | 12 |
| clkbuf | 3 | 6 |
| or3 | 2 | 2 |
| nand2 | 32 | 32 |
| nor3 | 5 | 5 |
| o21a | 3 | 3 |
| clkdlybuf4s50 | 0 | 13 |
| inv | 22 | 22 |
| ha | 28 | 28 |
| and3 | 7 | 7 |
| mux2i | 3 | 3 |
| mux2 | 2 | 2 |
| a221oi | 2 | 2 |
kinds of logic after synthesis:
kind of cell    count (synthesis)
flops                          36
mux                             9
compound gates                 63
other cells                     1
simple gates                   85
xor+xnor                       27
fa+ha+maj                      29
buf+inv                        29
layout make-up:
type                       instances  area [sq um]  share of cell area, %
timing repair buffer              16           150                   5.12
clock inverter                     2          35.0                   1.19
multi-input combinational        214          1600                   54.4
inverter                          22          82.6                   2.81
clock buffer                       6          72.6                   2.47
sequential                        36           901                   30.7
tap                               77          96.3                   3.28
worst reg2reg max path, stage by stage (launching register included):
cell	delay, ns
dfrtp_1	0.38
nand2_1	0.06
buf_4	0.26
ha_1	0.35
a21o_1	0.21
a22o_1	0.25
or3_1	0.38
a21boi_1	0.19
xor2_1	0.17
o21ai_0	0.09
where the power goes:
part	total [uW]	switching, uW	internal (uW)
logic	105	55.6	49.6
registers	198	5.80	192
clock network	165	69.8	94.9
total	468	131	337
worst paths after layout:
kind                                          startpoint                    end  slack (ns)
min in group asynchronous                          RESET     num[4]$_DFFE_PN0P_        1.30
worst max-delay path                index[0]$_DFFE_PN0P_                 SEG[4]        3.47
max in group asynchronous                          RESET    num[14]$_DFFE_PN0P_        6.17
worst min register to register     counter[15]$_DFF_PN0_  counter[15]$_DFF_PN0_        0.48
worst max register to register  prev_keys[0]$_DFFE_PN0P_    num[11]$_DFFE_PN0P_        5.33
worst min-delay path               counter[15]$_DFF_PN0_  counter[15]$_DFF_PN0_        0.48
per-stage QoR:
stage	hold slack [ns]	setup WS, ns	util [%]	std cells
after CTS	0.480	3.45	46.2	373
after global routing	0.506	3.31	46.2	373
after global placement	0.464	3.66	44.5	365
after floorplan	0.446	4.18	-	279
final	0.477	3.47	46.2	373
after detailed placement	0.465	3.67	44.5	365
metal layers:
| layer | up-vias | global-route usage (%) | share of wire [%] | wire (um) |
|---|---|---|---|---|
| met5 | - | 0 | 0 | 0 |
| met4 | 0 | 1.57 | 0.87 | 43 |
| met3 | 4 | 2.02 | 2.6 | 127 |
| met2 | 29 | 23.1 | 43 | 2100 |
| met1 | 908 | 26.8 | 54 | 2650 |
| li1 | 1026 | - | - | - |
No activity file was given, so power comes from the tool's default toggle rates.
